==> design.v <==
module buffer #(
    parameter MAX_LENGTH = 256
)(
    input wire clk,             
    input wire rst,             
    input wire data_1,          
    input wire data_2,          
    input wire [7:0] length,    
    output reg [7:0] corr,      
    output reg pos,
    output reg neg
);
    reg [MAX_LENGTH-1:0] shift_reg_1;
    reg [MAX_LENGTH-1:0] shift_reg_2;
    reg [7:0] corr_neg;
    reg [7:0] corr_pos;
    integer i;
    always @(posedge clk or posedge rst) begin
        if (rst) begin
            shift_reg_1 <= {MAX_LENGTH{1'b0}};
            shift_reg_2 <= {MAX_LENGTH{1'b0}};
            pos <= 1'b0;
            neg <= 1'b0;
            corr <= 8'b0;
            corr_neg <= 8'b0;
            corr_pos <= 8'b0;
        end else begin
            shift_reg_1 <= {shift_reg_1[MAX_LENGTH-2:0], data_1};
            shift_reg_2 <= {shift_reg_2[MAX_LENGTH-2:0], data_2};
            corr <= corr + (data_1 ^ data_2) - (shift_reg_1[MAX_LENGTH - 1] ^ shift_reg_2[MAX_LENGTH - 1]) ;
            if (length > 1) begin
                corr_neg <= corr_neg + (shift_reg_1[0] ^ data_2) - (shift_reg_1[MAX_LENGTH - 1] ^ shift_reg_2[MAX_LENGTH - 2]);
                corr_pos <= corr_pos + (data_1 ^ shift_reg_2[0]) - (shift_reg_1[MAX_LENGTH - 2] ^ shift_reg_2[MAX_LENGTH - 1]);
            end
            if (corr_neg < corr_pos) begin
                neg <= 1'b1;
                pos <= 1'b0;
            end else if (corr_pos < corr_neg) begin
                pos <= 1'b1;
                neg <= 1'b0;
            end else begin
                pos <= 1'b0;
                neg <= 1'b0;
            end
        end
    end
endmodule
module decimator (
    input wire clk,                
    input wire rst,                
    input wire [7:0] decimation_ratio,  
    input wire data,               
    output reg out,               
    output reg dec_clk            
);
    reg [7:0] counter;           
    always @(posedge clk or posedge rst) begin
        if (rst) begin
            counter <= 8'b0;
            out <= 1'b0;
            dec_clk <= 1'b0;
        end else begin
            if (decimation_ratio == 8'b1) begin
                out <= data;
            end else begin
                counter <= counter + 1;
                if (counter >= decimation_ratio-1) begin
                    counter <= 8'b0;
                    out <= data;
                    dec_clk <= ~dec_clk;
                end
            end
        end
    end
endmodule
module demux1to2 (
    input wire [7:0]sel,     
    input wire [7:0] d,            
    output reg [7:0] a,
    output reg [7:0] b            
);
    always @(*) begin
        case(sel)
            1'b0: a=d;
            1'b1: b=d;
            default: begin
            a = a; 
            b = b; 
            end
        endcase
    end
endmodule
module memory #(
    parameter NUM_ADDRESSES = 8  
)(
    input wire clk,                    
    input wire rst_n,                  
    input wire [7:0] addr,             
    input wire [7:0] data_in,          
    input wire wr_en,                  
    input wire rd_en,                  
    output reg [7:0] data_out         
);
    reg [7:0] memory [0:NUM_ADDRESSES-1];  
    integer i;
    always @(posedge clk or negedge rst_n) begin
        if (!rst_n) begin
            for (i = 0; i < NUM_ADDRESSES; i = i + 1) begin
                memory[i] <= 8'b0;
            end
        end else if (wr_en) begin
            memory[addr] <= data_in;
        end
    end
    always @(posedge clk) begin
        if (rd_en) begin
            data_out <= memory[addr];
        end
    end
endmodule
`default_nettype none
module tt_um_pdm_correlator_arghunter (
    input  wire [7:0] ui_in,     
    output wire [7:0] uo_out,    
    input  wire [7:0] uio_in,    
    output wire [7:0] uio_out,   
    output wire [7:0] uio_oe,    
    input  wire       ena,       
    input  wire       clk,       
    input  wire       rst_n      
);
wire rst;
  assign uio_out[7:3] = 0;
  assign uio_oe[2:0]  = 1;
  assign uio_oe[7:3]  = 0;
  assign rst = !rst_n;
  generate
    top_module u_top_module (
        .clk(ui_in[0]),
        .rst(rst),
        .spi_mosi(ui_in[1]),
        .spi_cs_n(ui_in[2]),
        .mic_data_1(ui_in[3]),
        .mic_data_2(ui_in[4]),
        .out(uo_out),
        .mic_clk(uio_out[0]),
        .pos(uio_out[1]),
        .neg(uio_out[2])
    );    
  endgenerate
    wire _unused = &{ena, clk,ui_in[7:5],uio_in[7:0], 1'b0};
endmodule
module spi_port (
    input wire clk,                
    input wire rst_n,              
    input wire spi_clk,           
    input wire spi_mosi,          
    output wire spi_miso,         
    input wire spi_cs_n,          
    output reg [15:0] capture_reg
);
    reg [15:0] shift_reg;          
    reg cs_n_prev;                 
    always @(posedge clk or negedge rst_n) begin
        if (!rst_n) begin
            shift_reg <= 16'b0;
            capture_reg <= 16'b0;
            cs_n_prev <= 1'b1;
        end else begin
            cs_n_prev <= spi_cs_n;
            if (!spi_cs_n) begin
                if (spi_clk) begin
                    shift_reg <= {shift_reg[14:0], spi_mosi};
                end
            end else if (cs_n_prev == 1'b0 && spi_cs_n == 1'b1) begin
                capture_reg <= shift_reg;
            end
        end
    end
    assign spi_miso = 1'b0;
endmodule
module top_module(
    input wire clk,
    input wire rst,
    input wire spi_mosi,
    input wire spi_cs_n,
    input wire mic_data_1,
    input wire mic_data_2,
    output wire [7:0] out,
    output wire mic_clk,
    output wire pos,
    output wire neg
);
wire [7:0] addr;
wire [7:0] value;
wire wr_en = 1;
wire rd_en = 1;
wire [7:0] mem_out;
wire [7:0] decimation_ratio;
wire dec_data_1;
wire dec_data_2;
wire dec_clk;
wire [7:0] filter_length;
wire [7:0] filter_out;
wire [15:0] capture_reg;
wire dummy;
wire dummy2;
wire corr_dec_clk;
assign addr = capture_reg[15:8];
assign value = capture_reg[7:0];
assign mic_clk = clk;
    spi_port u_spi_port(
        .clk(clk),
        .rst_n(!rst),
        .spi_clk(clk),
        .spi_mosi(spi_mosi),
        .spi_miso(dummy),
        .spi_cs_n(spi_cs_n),
        .capture_reg(capture_reg)
    );
    memory u_memory(
        .clk(clk),            
        .rst_n(!rst),          
        .addr(addr),     
        .data_in(value),  
        .wr_en(wr_en),          
        .rd_en(rd_en),          
        .data_out(mem_out) 
    );
    demux1to2 u_demux1to2(
        .sel(addr),
        .d(mem_out),
        .a(decimation_ratio),  
        .b(filter_length)
    );
    decimator u_decimator_1(
        .clk(clk),              
        .rst(rst),              
        .decimation_ratio(decimation_ratio),
        .data(mic_data_1),             
        .out(dec_data_1),              
        .dec_clk(dec_clk)           
    );
    decimator u_decimator_2(
        .clk(clk),              
        .rst(rst),              
        .decimation_ratio(decimation_ratio),
        .data(mic_data_2),             
        .out(dec_data_2),              
        .dec_clk(dummy2)           
    );
    buffer u_buffer(
        .clk(corr_dec_clk),         
        .rst(rst),         
        .data_1(dec_data_1),        
        .data_2(dec_data_2),        
        .length(filter_length),
        .corr(out),
        .pos(pos),
        .neg(neg)   
    );
assign corr_dec_clk = (decimation_ratio == 8'b1) ? clk : dec_clk;
endmodule
==> run.sh <==
#!/bin/bash
# OpenROAD 26Q1-2900-gdf79404cd8, Yosys 0.63+post, stock flow scripts
make -C /OpenROAD-flow-scripts/flow DESIGN_CONFIG=/design/flow/config.mk WORK_HOME=/design/flow/orfs finish
==> config.mk <==
export PLATFORM = sky130hd
export DESIGN_NAME = tt_um_pdm_correlator_arghunter
export DESIGN_NICKNAME = tt_um_pdm_correlator_arghunter
export VERILOG_FILES = /design/flow/design.v
export SDC_FILE = /design/flow/constraint.sdc
export NUM_CORES = 4
export LEC_CHECK = 1
export CORE_UTILIZATION = 40
export SYNTH_HDL_FRONTEND = slang
==> constraint.sdc <==
current_design tt_um_pdm_correlator_arghunter

set clk_period 7.5
set clk_io_pct 0.2

create_clock -name clk0 -period $clk_period [get_ports {ui_in}]

set non_clock_inputs [all_inputs -no_clocks]
set_input_delay [expr $clk_period * $clk_io_pct] -clock clk0 $non_clock_inputs
set_output_delay [expr $clk_period * $clk_io_pct] -clock clk0 [all_outputs]
==> impl_metrics.json <==
{
  "grt_setup_unrepaired": "false",
  "violations": "hold timing",
  "crit_chain": "clkbuf_16 > clkbuf_16 > clkbuf_16 > clkbuf_16 > clkbuf_16 > clkbuf_16 > clkbuf_16 > clkbuf_16 > clkbuf_16 > clkbuf_16 > clkbuf_16 > clkdlybuf4s50_1",
  "area_growth_pct": 19.05,
  "total_power_mw": 11.49,
  "antenna_left": 0,
  "num-fill-cells": 4155,
  "combGateArea_sq_um": 4039,
  "edf_count": 0,
  "viasPerCell": 4.667,
  "post_cts_resized": 0,
  "hold_viol": 19,
  "critPathRequiredTime_ps": 6000,
  "stdcell_count": 2034,
  "maxSlewHeadroom": 0.4719,
  "core_area_sq_um": 51720,
  "dp.cells": 1873,
  "antenna_found_initial": 1,
  "max-vdd-ir-drop_v": 0.0002709,
  "cts_setup_buffers": 0,
  "unclocked_regs": 15,
  "arrival_ps": 5560,
  "crit_start": "ui_in[0]",
  "yosysUniqueCellTypes": 66,
  "avgSynthCellArea_sq_um": 17.66,
  "die_h_um": 231.9,
  "grt_pass1_wl_mm": 53.60,
  "top_regs": "u_top_module.u_buffer.shift_reg_1: 256 flops, u_top_module.u_buffer.shift_reg_2: 256 flops, u_top_module.u_memory.memory: 64 flops",
  "critPathKind": "clk -> out",
  "synthCells": 1197,
  "async_reset_ff_frac": 0.9660,
  "cpMaxStageDelayCell": "clkdlybuf4s50_1",
  "vias": 9493,
  "clk_latency_ps": 960,
  "maxCapViolations": 0,
  "grt_pass1_vias": 10720,
  "tightest_slew_ps": 792.1,
  "synth-main-ff-cell": "dfrtp_1",
  "syn_area_sq_um": 21140,
  "n_antenna_cell": 0,
  "hold_class": "clk -> reg",
  "clk_pin_slew_ps": 50,
  "leakage_nw": 12.51,
  "reg2reg_from": "u_top_module.u_buffer.shift_reg_2[255]",
  "cp_slowest_stage_delay_ps": 380,
  "grt_max_degree": 136,
  "grt_overflow": 0,
  "cp_num_buf_inv": 12,
  "yosys_area_sq_um": 21140,
  "setup_violations": 0,
  "power_density_nw_per_um2": 456.6,
  "firstDrtPassIters": 4,
  "hold_buffers": 0,
  "chip_area_sq_um": 53770,
  "cts_tree": "built",
  "fp_util": 0.4088,
  "crit_top_cell": "clkbuf_16",
  "port_buffers": 12,
  "path_max_fanout": 2,
  "cp-end-kind": "primary output",
  "finClkSkew_ps": 48.47,
  "untimed_endpoints": 15,
  "flop_area_sq_um": 16750,
  "slew_violations": 0,
  "synth.yosys.warnings": 16,
  "fin_tns_setup_ps": 0,
  "dp_hpwl_mm": 15.63,
  "status": "finished, violations left",
  "drt-total-wl_mm": 30.65,
  "gp_congestion": 0.7930,
  "grt_usage": 0.1306,
  "rows": 83,
  "drt_iter0_drc": 602,
  "warning_count": 291,
  "fp.dieW_um": 231.9,
  "cp-start-kind": "clock port",
  "worst_hold_slack_ps": -765.4,
  "synth_stat.cells": 1197,
  "min_from": "ui_in[1]",
  "io_pins": 43,
  "wl_per_cell_um": 15.07,
  "synth-seq-cells": 677,
  "drive_above_1_share": 0.2304,
  "cp_top_family": "buffers and inverters",
  "drcViolationCount": 0
}
## synth_stat cells, types with 6 or more instances
| library cell | instances | share of area |
|---|---|---|
| nand3_1 | 6 | 0.0014 |
| nor2b_1 | 7 | 0.0021 |
| xnor2_1 | 17 | 0.0070 |
| o21ai_0 | 25 | 0.0059 |
| nor3_1 | 9 | 0.0021 |
| buf_4 | 16 | 0.0057 |
| inv_1 | 43 | 0.0076 |
| a21oi_1 | 25 | 0.0059 |
| dlxtp_1 | 15 | 0.011 |
| nand2_1 | 23 | 0.0041 |
| nand4_1 | 6 | 0.0018 |
| mux4_2 | 16 | 0.017 |
| ha_1 | 46 | 0.027 |
| dfxtp_1 | 8 | 0.0076 |
| mux2_2 | 113 | 0.060 |
| xor2_1 | 16 | 0.0066 |
| dfrtp_1 | 653 | 0.77 |
| or3_1 | 6 | 0.0018 |
| nor2_1 | 28 | 0.0050 |
| clkbuf_1 | 16 | 0.0028 |
| a21o_1 | 9 | 0.0032 |
## layout make-up
| cell class | instances | share of cell area |
|---|---|---|
| repair buffers | 23 | 0.009147 |
| flip-flops and latches | 677 | 0.6656 |
| clock inverters | 42 | 0.01874 |
| well taps | 680 | 0.03381 |
| inverters | 42 | 0.006264 |
| multi-input cells | 449 | 0.1605 |
| clock buffers | 121 | 0.1059 |
## logic make-up (layout without fill, tap and decap cells)
family,count (synthesis),after routing,synth area share
compound gates,104,104,0.03243
simple gates,113,113,0.03036
xor+xnor,33,33,0.01367
flops,662,662,0.7818
latches,15,15,0.01065
mux,137,137,0.08221
other cells,2,13,0.0003552
fa+ha+maj,49,49,0.03007
buf+inv,82,228,0.01847
## metal layers
| layer | GRT usage | up-vias | wire [um] |
|---|---|---|---|
| met5 | 0 | - | 19 |
| met4 | 0.04811 | 2 | 840 |
| met3 | 0.05266 | 68 | 2131 |
| met2 | 0.1671 | 230 | 13100 |
| met1 | 0.2106 | 4938 | 14560 |
| li1 | - | 4255 | - |
## through the flow
| step | area [sq um] | worst slack [ps] | utilization | hold slack (ps) |
|---|---|---|---|---|
| 3_3_place_gp | 22040 | 1883 | 0.4262 | 29.01 |
| 2_1_floorplan | 21180 | 2152 | - | 29.01 |
| 4_1_cts | 25170 | 384.7 | 0.4866 | -840.6 |
| 3_5_place_dp | 22040 | 1883 | 0.4262 | 29.01 |
| 5_1_grt | 25170 | 363.7 | 0.4866 | -843.1 |
| 6_report | 25170 | 443.7 | 0.4866 | -765.4 |
## worst paths after layout
path	cells after the start	slack (ps)	end
worst max-delay path	12	440	uio_out[0]
worst min-delay path	1	-770	u_top_module.u_spi_port.shift_reg[0]
worst max register to register	10	4560	u_top_module.u_buffer.corr_pos[7]
worst min register to register	0	340	u_top_module.u_buffer.shift_reg_2[224]
max in group asynchronous	3	5060	u_top_module.u_decimator_1.counter[0]
min in group asynchronous	1	540	u_top_module.u_buffer.shift_reg_1[210]
## where the power goes
| part | switching, mW | internal, mW | total, mW | leakage (nW) |
|---|---|---|---|---|
| logic | 1.01 | 0.910 | 1.92 | 1.84 |
| clock network | 1.64 | 3.07 | 4.71 | 1.69 |
| registers | 0.403 | 4.46 | 4.86 | 8.98 |
## layout by cell type (no fill, tap or decap), types with 11 or more instances in the layout
master           netlist  final
dfrtp_1              653    653
mux2_2               113    113
clkbuf_16              0     99
ha_1                  46     46
inv_1                 43     44
nor2_1                28     28
a21oi_1               25     25
o21ai_0               25     25
nand2_1               23     23
xnor2_1               17     17
xor2_1                16     16
mux4_2                16     16
dlxtp_1               15     15
conb_1                 2     13
inv_6                  0     12
clkbuf_1              16     11
clkdlybuf4s50_1        0     11
Power is estimated from default activity; no workload was simulated.
